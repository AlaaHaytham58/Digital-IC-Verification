==> ./design.v <==
package uart_packet;
import enum_pkg::*;
class functionsImp;
    bit clk;
    rand bit [7:0] data_in;
    rand parity_mode_e parity_mode;
    rand bit rst_n;
    rand bit tx_start;
    rand bit parity_en;
    rand bit even_parity;
    rand bit tx;
    constraint data_in_c {
        data_in inside {8'h00, 8'hFF, [8'h00:8'hFF]};
    }
    constraint parity_c {
        parity_mode inside {NO_PARITY, ODD_PARITY, EVEN_PARITY};
    }
    constraint rst_n_c {
        rst_n dist {0:/1, 1:/99};
    }
    constraint tx_start_c {
        tx_start dist {0:/50, 1:/50};
    }
    constraint parity_en_c {
        parity_en dist {0:/50, 1:/50};
    }
    constraint even_parity_c {
        even_parity dist {0:/80, 1:/20};
    }
endclass
endpackage
package enum_pkg;
typedef enum{
    NO_PARITY,
    ODD_PARITY,
    EVEN_PARITY
}parity_mode_e;
typedef enum{
    IDLE,
    START,
    DATA,  
    PARITY,
    STOP
}state_mode_e;
endpackage
interface uart_if(input logic clk, input logic rst_n);
    logic tx_start;
    logic[7:0] data_in;
    logic parity_en;
    logic even_parity;
    logic tx;
    logic tx_busy; 
   modport DUT(
        input tx_start, data_in, parity_en, even_parity,clk, rst_n,
        output tx, tx_busy
    );
    modport TEST(
        output tx_start, data_in, parity_en, even_parity,
        input tx, tx_busy,clk, rst_n
    );
endinterface
module uart_tx (
    input  wire        clk,
    input  wire        rst_n,
    input  wire        tx_start,
    input  wire [7:0]  data_in,
    input  wire        parity_en,      
    input  wire        even_parity,    
    output reg         tx,
    output reg         tx_busy
);
    localparam IDLE   = 3'd0,
               START  = 3'd1,
               DATA   = 3'd2,
               PARITY = 3'd3,
               STOP   = 3'd4;
    reg [2:0] state;
    reg [3:0] bit_cnt;
    reg [7:0] shift_reg;
    reg       parity_bit;
    always @(posedge clk or negedge rst_n) begin
        if (!rst_n) begin
            state     <= IDLE;
            tx        <= 1'b1;   
            tx_busy   <= 1'b0;
            shift_reg <= 8'd0;
            bit_cnt   <= 4'd0;
            parity_bit <= 1'b0;
        end else begin
            case (state)
                IDLE: begin
                    tx <= 1'b1;
                    tx_busy <= 1'b0;
                    if (tx_start) begin
                        shift_reg <= data_in;
                        bit_cnt <= 4'd0;
                        parity_bit <= (even_parity) ? ~(^data_in) : (^data_in);
                        tx_busy <= 1'b1;
                        state <= START;
                    end
                end
                START: begin
                    tx <= 1'b0;  
                    state <= DATA;
                end
                DATA: begin
                    tx <= shift_reg[0];             
                    shift_reg <= shift_reg >> 1;      
                    bit_cnt <= bit_cnt + 1;  
                    if (bit_cnt == 4'd7) begin
                        if (parity_en)
                            state <= PARITY;
                        else
                            state <= STOP;
                    end
                end
                PARITY: begin
                    tx <= parity_bit;
                    state <= STOP;
                end
                STOP: begin
                    tx <= 1'b1;  
                    state <= IDLE;
                end
            endcase
        end
    end
endmodule
==> ./run.sh <==
#!/bin/bash
# OpenROAD 26Q1-2900-gdf79404cd8, Yosys 0.63+post, stock flow scripts
make -C /OpenROAD-flow-scripts/flow DESIGN_CONFIG=/design/flow/config.mk WORK_HOME=/design/flow/orfs finish
==> ./config.mk <==
export PLATFORM = sky130hd
export DESIGN_NAME = uart_tx
export DESIGN_NICKNAME = uart_tx
export VERILOG_FILES = /design/flow/design.v
export SDC_FILE = /design/flow/constraint.sdc
export NUM_CORES = 4
export LEC_CHECK = 1
export CORE_AREA = 10 10 92 92
export DIE_AREA = 0 0 102 102
export SYNTH_HDL_FRONTEND = slang
==> ./constraint.sdc <==
current_design uart_tx

set clk_period 2.2
set clk_io_pct 0.2

create_clock -name clk0 -period $clk_period [get_ports {clk}]

set non_clock_inputs [all_inputs -no_clocks]
set_input_delay [expr $clk_period * $clk_io_pct] -clock clk0 $non_clock_inputs
set_output_delay [expr $clk_period * $clk_io_pct] -clock clk0 [all_outputs]
==> summary.txt <==
The flow run is done. Of the total synthesized cell area, the portion taken by full adders, half adders and majority gates is under 10%. The worst setup path is of the in2reg kind. Horizontal die size landed at a little over 100 um. Per the cell usage report, the commonest logic cell in the layout is sky130_fd_sc_hd__dfrtp_1. Count of buffering cells on the critical path with inverters included landed at 1. Overall chip area landed at 10400 sq um. Per the power-grid run, VDD falls by no more than between 0.4 and 0.5 mV. For this run, the chip area from Yosys synthesis comes to around 940 sq um. Number of standard-cell rows in the floorplan landed at 29.

In the layout the commonest cells are sky130_fd_sc_hd__dfrtp_1 (18), sky130_fd_sc_hd__clkdlybuf4s50_1 (14), sky130_fd_sc_hd__o22ai_1 (11). For this run, the final setup violation count is recorded as 0. CTS built an H-tree with a depth of 1.

In this run the post-CTS setup repair buffer count came out at 0. Buffer levels on the longest clock path landed at 2. The number of antenna diodes in the final layout is 0. Flip-flop count of the largest register, all copies and words added landed at 8. After clock tree synthesis, the repair step resized 0 gates. Pin slew with the least headroom to its limit landed at 0.470 ns.

Compared with the post-synthesis result, the final layout area differs by 29.1%. Total of hold buffers inserted after clock tree synthesis landed at 0. The pre-antenna-repair detailed-routing pass consisted of 4 iterations. Timing analysis after detailed placement gives a worst setup slack of between 0.1 and 0.15 ns. Average wire length per cell after detail routing landed at approximately 13 um.

Leakage power landed at about 0.0005 uW. Area share of the largest cell type after synthesis landed at approximately 48%. Starting utilization of the core area landed at between 10% and 20%. Dividing the detail-routed via count by the number of cells gives about 4.2. As logged by OpenROAD, the buffers inserted on ports number 14. The slew check shows that the tightest pin keeps a relative margin of approximately two thirds. Setup repair after global routing left no endpoint under its margin. Among all stages on the critical path, the largest delay is contributed by sky130_fd_sc_hd__clkdlybuf4s50_1.

Global routing finished with a remaining overflow of 0. The report shows a maximum critical-path fanout of 2. The run reported a max-capacitance violation count of 0. After routing the design area is between 1000 and 1500 sq um. Required time reported for the critical path endpoint landed at approximately 2.3 ns.

The synthesis run identifies the leading combinational cell family as AND-OR/OR-AND gates. The flow ran to the end, and the final reports show no timing, DRC or antenna violations. The worst setup path is captured at a register. In this design, the largest share of critical-path delay is due to XOR/XNOR gates. Number of ports placed on the die boundary landed at 15. Detailed placement reports a standard cell area of about 1200 sq um. Power density normalized to cell area landed at between 1000 and 1500 nW/um^2. OpenROAD reports that the post-layout worst path occupies around 81% of the period. Global-route wire length before repair landed at between 3000 and 4000 um. For this block, the via count after detailed routing is slightly below 800.

In this run, the synthesized area fraction spent on and/or/nand/nor cells is recorded as 12.1%. Total negative setup slack landed at 0 ns. Final routed wirelength across all metal layers landed at approximately 2300 um. Final estimated routing congestion in global placement landed at roughly 0.80. Overall fraction of global-route tracks in use landed at between 4 and 5%. Number of enable flip-flop cells landed at 0. In this run, the synthesized area fraction spent on AND-OR/OR-AND gates is recorded as between 20% and 30%.

Per the CTS log, the root buffer master is sky130_fd_sc_hd__clkbuf_8. The registers of the reported paths see a clock transition of about 0.070 ns. Clock net sink count landed at 20. Area fraction in mux cells landed at 0%. During synthesis, Yosys emitted a total of 0 warnings. Final tally of max-slew violations landed at 0.

Post-route DRC violation count landed at 0. CTS added clock buffers totalling 3. Core area landed at 6460 sq um.

In the final run the clock tree shows a worst skew of 0.00439 ns. Minimum period implied by the final worst setup slack landed at ~1.8 ns. Overall power landed at approximately 1300 uW.

The post-route netlist has 6.48% of its cells at a drive strength greater than 1. Count of instantiated cells in the yosys netlist landed at ~92. The final timing report gives a worst setup slack of roughly 0.42 ns. Count of unique library cells instantiated by Yosys landed at 30. Largest stage delay on the critical path landed at ~0.5 ns. Counting endpoints that fail hold in the final report gives 0. In this run, the synthesized area fraction spent on xor and xnor cells is recorded as 7.95%. The worst setup path is launched from an input port. Entering global routing, the biggest net connects 21 pins. Initial antenna violation count landed at 0.

Detailed placement finished with a half-perimeter wire length of between 1500 and 2000 um. The synthesis stat section lists a flop and latch total of 20. The most critical min-delay path falls under reg2reg. Per STA, the worst path is made up of clkdlybuf4s50_1, xor2_1, xnor3_1, xnor2_1, o21ai_1.

Vertical die size landed at between 100 and 150 um. Via count of the first global-routing pass landed at around 770. After synthesis, the cell types taking the most area are sky130_fd_sc_hd__dfrtp_1 (48%), sky130_fd_sc_hd__o22ai_1 (7.3%), sky130_fd_sc_hd__dfstp_2 (5.6%). Achievable frequency landed at between 0.5 and 0.6 GHz.

The synthesized netlist handed to floorplanning was reported with a cell count of roughly 92. The average instance in the mapped netlist occupies between 10 and 15 sq um. For this block, the initial DRC count from the detailed router was approximately 60. TritonCTS built the clock tree. Summing the sequential cell areas from Yosys gives a little over half of the chip area. Of all cell types, the one taking the most synthesized area is sky130_fd_sc_hd__dfrtp_1. In this run the tools logged warnings totalling 25. Post-synthesis instance area landed at 945 sq um. The commonest register cell is sky130_fd_sc_hd__dfrtp_1. After synthesis, the share of flip-flops with an asynchronous set or reset is 100%. At the worst endpoint, the arrival time is 1.92 ns.

The count of nets left with antenna violations once routing finished came out at 0. For this run, the share of the core covered by cells in the final layout is a little under a fifth. Worst-skew pair later-pin latency landed at 0.25 ns.
[stage by stage]
stage | hold WS, ns | cells
6_report | 0.461 | 185
5_1_grt | 0.496 | 185
4_1_cts | 0.474 | 185
3_5_place_dp | 0.458 | 182
3_3_place_gp | 0.455 | 182
2_1_floorplan | 0.144 | 92
[worst register-to-register path: cells and delay by family, from the launching register on]
family / cells / cell delay, ns
compound gates: 2 / 0.37
flops: 1 / 0.70
simple gates: 1 / 0.29
[layer usage]
metal	share of wire [%]	up-vias	global-route usage (%)
met1	45	373	6.32
met2	50	19	7.16
li1	-	375	-
met3	3.9	2	0.886
met5	0	-	0
met4	0.82	0	0.759
[cell families (layout without fill, tap and decap cells)]
kind of cell	after synthesis	count (layout)
and+or+nand+nor	23	23
DFF	20	20
adders and majority gates	1	1
buffers and inverters	7	23
AOI/OAI and AO/OA	34	34
xor gates and xnor gates	7	7
[synthesized netlist by cell type (all sizes together) (3+ instances only)]
cell    n
dfrtp  18
a21oi  10
o21ai   6
o22ai  11
inv     3
buf     3
nand2  10
xnor2   4
[final timing paths]
kind                             from           end  slack, ns  depth (start not counted)
max in group asynchronous       rst_n            tx       1.41                          2
max                        data_in[0]    parity_bit       0.42                          5
min in group asynchronous       rst_n    bit_cnt[1]       0.52                          2
max reg2reg                  state[0]  shift_reg[5]       0.72                          3
min                          state[1]      state[0]       0.46                          1
min reg2reg                  state[1]      state[0]       0.46                          1
[report_power, final]
group | leakage [uW] | internal, uW | total [uW] | switching (uW)
Clock | 0.0000216 | 122 | 235 | 113
Sequential | 0.000238 | 513 | 644 | 130
Combinational | 0.000226 | 222 | 430 | 207
Total | 0.000486 | 857 | 1310 | 451
[layout make-up]
cell class	count	area [sq um]
Timing Repair Buffer	16	155
Sequential cell	20	503
Multi-Input combinational cell	65	409
Fill cell	711	5240
Inverter	4	15.0
Clock buffer	3	41.3
Tap cell	77	96.3
No activity file was given, so power comes from the tool's default toggle rates.

==> flow/config.mk <==
export PLATFORM = sky130hd
export DESIGN_NAME = multi_op_processor
export DESIGN_NICKNAME = multi_op_processor
export VERILOG_FILES = /design/flow/design.v
export SDC_FILE = /design/flow/constraint.sdc
export NUM_CORES = 4
export LEC_CHECK = 1
export CORE_AREA = 10 10 70 70
export DIE_AREA = 0 0 80 80
export SYNTH_HDL_FRONTEND = slang
==> flow/constraint.sdc <==
current_design multi_op_processor

set clk_period 4.5
set clk_io_pct 0.2

create_clock -name clk0 -period $clk_period

set non_clock_inputs [all_inputs -no_clocks]
set_input_delay [expr $clk_period * $clk_io_pct] -clock clk0 $non_clock_inputs
set_output_delay [expr $clk_period * $clk_io_pct] -clock clk0 [all_outputs]
==> flow/design.v <==
package uart_packet;
import enum_pkg::*;
class functionsImp;
    bit clk;
    rand bit [7:0] data_in;
    rand parity_mode_e parity_mode;
    rand bit rst_n;
    rand bit tx_start;
    rand bit parity_en;
    rand bit even_parity;
    rand bit tx;
    constraint data_in_c {
        data_in inside {8'h00, 8'hFF, [8'h00:8'hFF]};
    }
    constraint parity_c {
        parity_mode inside {NO_PARITY, ODD_PARITY, EVEN_PARITY};
    }
    constraint rst_n_c {
        rst_n dist {0:/1, 1:/99};
    }
    constraint tx_start_c {
        tx_start dist {0:/50, 1:/50};
    }
    constraint parity_en_c {
        parity_en dist {0:/50, 1:/50};
    }
    constraint even_parity_c {
        even_parity dist {0:/80, 1:/20};
    }
endclass
endpackage
package enum_pkg;
typedef enum{
    NO_PARITY,
    ODD_PARITY,
    EVEN_PARITY
}parity_mode_e;
typedef enum{
    IDLE,
    START,
    DATA,  
    PARITY,
    STOP
}state_mode_e;
endpackage
interface uart_if(input logic clk, input logic rst_n);
    logic tx_start;
    logic[7:0] data_in;
    logic parity_en;
    logic even_parity;
    logic tx;
    logic tx_busy; 
   modport DUT(
        input tx_start, data_in, parity_en, even_parity,clk, rst_n,
        output tx, tx_busy
    );
    modport TEST(
        output tx_start, data_in, parity_en, even_parity,
        input tx, tx_busy,clk, rst_n
    );
endinterface
module multi_op_processor (
    input  [7:0] data_in,
    input  [1:0] op_sel,
    output reg [7:0] data_out
);
    always @(*) begin
        case (op_sel)
            2'b00: data_out = data_in + 1;        
            2'b01: data_out = data_in - 1;        
            2'b10: data_out = ~data_in;           
            2'b11: data_out = data_in << 1;       
            default: data_out = data_in;
        endcase
    end
endmodule
==> flow/run.sh <==
#!/bin/bash
# OpenROAD 26Q1-2900-gdf79404cd8, Yosys 0.63+post, stock flow scripts
make -C /OpenROAD-flow-scripts/flow DESIGN_CONFIG=/design/flow/config.mk WORK_HOME=/design/flow/orfs finish
==> flow_summary.toml <==
# yosys + openroad results
[final_layout]
finalCoreUtilization_pct = 20.2
most-common-layout-cells = "18 x clkdlybuf4s50_1, 12 x nor2_1, 6 x nand2_1"
proportion_of_layout_cells_with_a_drive_suffix_above_1_pct = 9.20
multiInputGateArea_um2 = 422
seq_area_um2 = 0
fill_cells = 398
syn2layout_area_growth_pct = 48.5
sequential_cell_total = 0
n_clock_buffer = 0
final_layout_top_logic_cell = "clkdlybuf4s50_1"

[yosys]
synth_cell_types = 35
synth.largest_area_cell = "nor2_1"
synth_top_area_share_pct = 9.70
yosys.stat.seqShare_pct = 0
synth_area_leaders = "nor2_1 9.7%, mux2i_1 8.6%, a221oi_1 5.7%"
post_synth_inst_count = 72
netlist_area_um2 = 464
ys_chip_area_um2 = 464
synthesis.yosys.warnings = 0
post_synth.cell_area_avg_um2 = 6.45
ys_cells = 72

[run]
log.warning_count = 32
cap_viol_max_count = 0

[setup_path]
worst_ep_required_time_ns = 3.60
critPathArrivalTime_ns = 3.36
biggest_fanout_along_the_worst_timing_path = 6
timing_worst_setup_path_type = "in2out"
worst_setup_path_endpoint = "data_out[6]"
setup.worst_path.start_class = "input port"
critPathLaunch = "op_sel[1]"
endpoint_kind = "output pin"

[floorplanning]
fp_util_pct = 13.6
die_h_um = 80
floorplan.rows = 21
floorplan.core_area_mm2 = 0.00342
pin_count = 18
dieArea_mm2 = 0.00640
die_w_um = 80

[placed_design]
numPortBuffers = 18
dp_hpwl_um = 1180
gp_congestion = 0.805

[timing]
unrepaired_setup_endpoints_after_global_routing = "false"
finalCriticalPeriod_ns = 4.26
hold_viol = 0
final_critical_path_share_of_the_clock_period_pct = 94.6
achievable-frequency_mhz = 235
slew_viol_final = 0
worst-slew-pin-transition_ns = 0.298
maxSlewHeadroom_pct = 80.0
fin_setup_tns_ns = 0
finalSetupViolCount = 0

[power_and_ir_drop]
peakVddDrop_mv = 0.0207
share_clk_of_total_power_pct = 0
internal_power_w = 0.0000371
leakagePower_nw = 0.240
fin_total_pwr_w = 0.0000633
swShare_pct = 41.4
comb_power_share_pct = 100.0
pwr-share-seq_pct = 0
power.switching_w = 0.0000262
pwr_density_cell_mw_per_mm2 = 91.8

[outcome]
run_status = "completed"

[detailed_routing]
drtPass1Iterations = 4
first_iter_violations = 11
drc = 0
diodes = 0
wire_per_inst_um = 10.7
antenna_left = 0
drt-vias-per-instance = 4.29
num_vias = 570
drt_wl_total_um = 1420

[global_routing]
antenna_found_initial = 0
grt_pass1_wl_um = 2400
grt_usage_pct = 4.36
first_global_vias = 547
grt_residual_overflow = 0
grt_start_max_net_pins = 18

[cts]
cells_resized_by_post_cts_repair = 0
postCtsSetupBuffers = 0
post_cts_hold_buffer_count = 0

[min_path]
timing.hold.worst.class = "in2out"
-- Yosys cell counts, types with 2 or more instances --
cell and n:
nor2_1 12, nand2_1 6, a21oi_1 5, mux2i_1 4, a221oi_1 3, clkbuf_1 3, nor2b_1 3, o32ai_1 3
inv_1 2, mux2_2 2, nand3b_1 2, o22ai_1 2, or2b_1 2, or4_1 2
-- cell type report --
class,instances,area share (%)
Multi-Input combinational cell,64,61.2
Timing Repair Buffer,21,29.4
Tap cell,46,8.35
Inverter,2,1.09
-- logic make-up after synthesis --
group / Yosys count / synth area share (%)
mux: 6 / 13.5
xor+xnor: 1 / 1.89
fa+ha+maj: 1 / 2.69
buf+inv: 8 / 9.16
simple gates: 35 / 40.4
compound gates: 21 / 32.3
-- metal layers --
metal / up-vias / track usage (%) / part of all wire, %
met5: - / 0 / 0
li1: 304 / - / -
met3: 0 / 1.36 / 7.2
met2: 13 / 7.78 / 47
met4: 0 / 0 / 0
met1: 253 / 5.27 / 46
-- worst min path at each step --
stage,slack [ns],cells after the start,start,endpoint
CTS,2.88,3,data_in[0],data_out[0]
global route,2.93,3,data_in[0],data_out[0]
finish,2.86,3,data_in[0],data_out[0]
-- per-stage QoR --
stage	setup WS (ns)	area (um^2)	cells	hold WS, ns
2_1_floorplan	1.26	464	72	1.81
3_5_place_dp	0.247	689	133	2.88
6_report	0.241	689	133	2.86
4_1_cts	0.221	689	133	2.88
3_3_place_gp	0.208	689	133	2.88
5_1_grt	0.0142	689	133	2.93
-- critical path, stage by stage --
cell and delay, ns:
clkdlybuf4s50_1 0.48, nand2b_1 0.19, xnor2_1 0.14, ha_1 0.28, nand2_1 0.11, nor2_1 0.13, mux2_2 0.34, a221oi_1 0.25
clkdlybuf4s50_1 0.54
-- power by group through the flow --
stage     logic [W]  registers, W  clock network [W]
6_report  0.0000633             0                  0
5_1_grt   0.0000708             0                  0
4_1_cts   0.0000647             0                  0
Power and IR drop assume default switching activity.
